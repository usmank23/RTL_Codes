File: ./design.v
`timescale 1ns / 1ps
module ins_mem(read_address, instruction_out, reset);
input [3:0] read_address;
input reset;
output [7:0] instruction_out;
reg [7:0] memory [15:0];
initial  
begin  
                memory[0] = 8'b10000101;  
                memory[1] = 8'b00100110;  
                memory[2] = 8'b11010000;  
                memory[3] = 8'b11010111;  
                memory[4] = 8'b11111001;  
                memory[5] = 8'b11000100; 
                memory[6] = 8'b00001011;  
                memory[7] = 8'b01000000;  
                memory[8] = 8'b00001100;  
                memory[9] = 8'b00010000;  
                memory[10] = 8'b00110000;  
                memory[11] = 8'b00011000;  
                memory[12] = 8'b01100000;  
                memory[13] = 8'b00000010;  
                memory[14] = 8'b00001000;  
                memory[15] = 8'b01000000;  
end
always @(posedge reset)
begin
memory[read_address] = 8'b00000000;
end
assign instruction_out = memory[read_address];
endmodule
File: ./run.sh
#!/bin/bash
# OpenROAD 26Q1-2900-gdf79404cd8, Yosys 0.63+post, stock flow scripts
make -C /OpenROAD-flow-scripts/flow DESIGN_CONFIG=/design/flow/config.mk WORK_HOME=/design/flow/orfs finish
File: ./config.mk
export PLATFORM = sky130hd
export DESIGN_NAME = ins_mem
export DESIGN_NICKNAME = ins_mem
export VERILOG_FILES = /design/flow/design.v
export SDC_FILE = /design/flow/constraint.sdc
export NUM_CORES = 4
export LEC_CHECK = 1
export CORE_AREA = 10 10 82 82
export DIE_AREA = 0 0 92 92
File: ./constraint.sdc
current_design ins_mem

set clk_period 2.0
set clk_io_pct 0.2

create_clock -name clk0 -period $clk_period [get_ports {reset}]

set non_clock_inputs [all_inputs -no_clocks]
set_input_delay [expr $clk_period * $clk_io_pct] -clock clk0 $non_clock_inputs
set_output_delay [expr $clk_period * $clk_io_pct] -clock clk0 [all_outputs]
==> results.ini <==
[clocking]
cts_buffer_depth=2
path_clk_slew_ns=0.06
htree_levels=1
numCtsBuffers=3
clock-sinks=16
root_buffer=clkbuf_8
cts_tree=done

[floorplanning]
fp.coreArea_sq_um=5075
rows=26
die_y_microns=92
io_pins=13
fp_util_pct=19.63
die_w_microns=92
die_area_sq_um=8464

[critical_path]
arrival_ns=1.57
endpoint_kind=output pin
worstPathMaxFanout=5
crit_top_cell=buf_4
crit_path_top_delay_cell=dlygate4sd2_1
path_cells=dlygate4sd2_1 > buf_6 > buf_4 > buf_4 > nand2b_1 > o32ai_2 > o2bb2ai_2 > buf_2
crit_path_end=instruction_out[1]
critPathMaxStageDelay_ns=0.24
startpoint=read_address[2]
crit_type=in2out
start_kind=primary input
worstPathRequired_ns=1.60

[power_and_ir_drop]
power_w=0.0008137
power_leakage_nw=0.6814
ir_worst_vdd_v=0.0001805
p_per_area_nw_per_um2=505.3

[flow_run]
max-cap-violations=0
warning_count=26

[logic_synthesis]
netlist_area_sq_um=996.0
common_cells=16 x edfxtp_1, 16 x nor2_1, 7 x nand2_1
ys_top_logic_family=simple AND/OR/NAND/NOR gates
yosys-stat-cells=95
flop_cell=edfxtp_1
synth_flops=16
synth-xor-area-share_pct=0
yosys-stat-area_sq_um=996.0
syn_inst=95
topCellsByArea=edfxtp_1 48%, nor2_1 6.0%, mux2i_1 5.0%, buf_6 4.5%, nand2_1 2.6%
synth_seq_share_pct=48.24
ys_sh_mux_pct=5.025
ys_sh_adder_pct=0
top_area_share_pct=48.24
edf_count=16
ys_async_sr_fraction_pct=0
synth_area_per_cell_sq_um=10.48
yosys.area_share.aoi_pct=15.83
yosysTopAreaCell=edfxtp_1
simple_gate_share_pct=23.37
yosysUniqueCellTypes=37
ys_warn_count=1

[sta]
setup_viol=0
drv_slew=0
fmax_mhz=506.7
finalHoldViolCount=0
finalClockPeriodUsage_pct=98.68
fin_crit_ns=1.974
rsz0062_at_grt=yes
fin_setup_tns_ns=0

[min_path]
min_from=read_address[1]
hp-class=in2reg

[global_route]
grt_overflow=0
antenna_found_initial=0
track_usage_pct=6.624
grt_max_degree=11
grt_pass1_vias=905
grt_pass1_wl_microns=4547

[routing]
wirelength_microns=2751
drt_pass1_iterations=4
drt_iter0_drc=74
antenna_cells=0
num_vias=887
routedWlPerCell_microns=12.45
route.detailed.drc=0
vias_per_cell=4.014
ant_nets=0

[cells_and_area]
fin_util_pct=31.73
drive_gt1_share_pct=38.41
fill_cells=515
largest_reg_flops=16
syn_to_final_growth_pct=61.68

[placement]
place_congestion=0.8613
place_hpwl_microns=1834
portBuffers=12

[run_status]
outcome=finished clean

[final cells by class]
cell class | count | area (sq um) | share of cell area (%)
well taps | 70 | 87.58 | 5.439
multi-input cells | 84 | 563.0 | 34.97
flip-flops and latches | 16 | 480.5 | 29.84
clock buffers | 3 | 41.29 | 2.564
repair buffers | 45 | 426.7 | 26.50
inverters | 3 | 11.26 | 0.6993
[worst min-delay path by stage]
stage               to  slack (ns)  cells past startpoint
4_1_cts   memory[9][4]        0.85                      5
5_1_grt   memory[1][2]        0.86                      5
6_report  memory[9][4]        0.84                      5
[worst max-delay path: cells and delay by family]
| kind | cells | cell delay (ns) |
|---|---|---|
| and+or+nand+nor | 1 | 0.15 |
| buffers and inverters | 5 | 0.74 |
| AOI/OAI and AO/OA | 2 | 0.26 |
[through the flow]
step | hold slack, ns | area [sq um] | instances | setup WS (ns)
CTS | 0.8488 | 1575 | 219 | 0.002165
detailed placement | 1.334 | 1360 | 203 | -0.5409
floorplan | 0.6709 | 1052 | 110 | 0.5591
global placement | 1.325 | 1360 | 203 | -0.5671
finish | 0.8429 | 1610 | 221 | 0.02644
global route | 0.8558 | 1610 | 221 | -0.03638
[power breakdown]
part | total [W] | internal [W] | switching, W
Clock | 0.000240 | 0.000134 | 0.000106
Combinational | 0.000187 | 0.000107 | 0.0000797
Sequential | 0.000387 | 0.000381 | 0.00000589
[routing by layer]
layer  vias to the layer above  global-route usage, %  share of wire [%]
met1                       417                  8.845                 45
met2                        19                  10.59                 47
met3                         5                  2.059                6.0
met4                         0                  1.028                1.4
li1                        446                      -                  -
met5                         -                      0                  0
[cell families after synthesis]
group,after synthesis
buffers and inverters,10
and+or+nand+nor,41
AOI/OAI and AO/OA,22
muxes,5
DFF,16
other,1
[placed cells by master (no fill, tap or decap), types with 4 or more instances in the layout]
cell            n
nand2_1         7
dlygate4sd2_1   5
conb_1         16
buf_2           4
buf_6           4
mux2i_1         5
buf_4          25
edfxtp_1       16
o21ai_2         4
nor2_1         16
[repair_timing]
action / 4_1_cts / 5_1_grt
setup buffers: 11 / 2
cloned: 2 / 0
hold buffers: 0 / 0
pin swaps: 10 / 4
setup endpoints to repair: 8 / 7
endpoints found under the hold margin: 0 / 0
resized: 34 / 8
