==> flow/design.v <==
`timescale 1ns / 1ps
module RAM(add, data_in, data_out, wr, clk);
input clk;
input [7:0] data_in;
input [9:0] add;
input wr;
output reg [7:0] data_out;
reg [7:0] ram_block [1:1023];
always @(posedge clk)
begin
if(wr)
ram_block[add] <= data_in;
else
data_out <= ram_block[add];
end
endmodule
==> flow/run.sh <==
#!/bin/bash
# OpenROAD 26Q1-2900-gdf79404cd8, Yosys 0.63+post, stock flow scripts
make -C /OpenROAD-flow-scripts/flow DESIGN_CONFIG=/design/flow/config.mk WORK_HOME=/design/flow/orfs finish
==> flow/config.mk <==
export PLATFORM = sky130hd
export DESIGN_NAME = RAM
export DESIGN_NICKNAME = RAM
export VERILOG_FILES = /design/flow/design.v
export SDC_FILE = /design/flow/constraint.sdc
export NUM_CORES = 4
export LEC_CHECK = 1
export CORE_UTILIZATION = 40
export SYNTH_MEMORY_MAX_BITS = 65536
==> flow/constraint.sdc <==
current_design RAM

set clk_period 54.3
set clk_io_pct 0.2

create_clock -name clk0 -period $clk_period [get_ports {clk}]

set non_clock_inputs [all_inputs -no_clocks]
set_input_delay [expr $clk_period * $clk_io_pct] -clock clk0 $non_clock_inputs
set_output_delay [expr $clk_period * $clk_io_pct] -clock clk0 [all_outputs]
==> flow_summary.ini <==
; synthesis and place-and-route metrics
[detailed_routing]
dr.pass1.iters = 6
dr_total_vias = 164000
routedWlPerCell_um = 30.8
ant_nets = 0
viasPerCell = 5.64
drcViolationCount = 0
drt-total-wl_um = 898000
detailedRoute.firstIterationViolations = 11300

[timing]
setup_total_negative_slack_ps = 0
fin_worst_skew_ps = 91.2
timing.final.crit_period_ps = 18250
achievable-frequency_ghz = 0.0548
slew_headroom_pct = 21.9
final.setup.worst_slack_ps = 36050
finalMaxSlewViolations = 0
final-setup-viol-count = 0
tightestPinTransition_ps = 1160
timing.final.crit_share_pct = 33.6
final-hold-violation-count = 0
rsz_0062_raised_after_global_routing = false

[cells_and_area]
areaGrowthSynthToFinish_pct = 12.8
fraction_of_layout_instances_using_a_drive_strength_above_1_pct = 12.0
fillerInstances = 65400

[setup_path]
r2r-start = ram_block[436][0]
critical_path.max_fanout = 79
criticalPathCategory = primary input to register
timing.critical_path.required_ps = 55150
ff2ff_path_depth = 8
worst-endpoint-arrival_ps = 19100
reg2reg_setup_slack_ps = 50170
setup.worst_path.end_class = register
reg2reg_to = data_out[0]
worstSetupStartpointType = primary input

[placement]
place.port_buffers = 27
place_ws_ps = 34960
finalWeightedCongestion = 0.887
detailed_place_hpwl_um = 547000

[run_status]
outcome = complete, no violations

[job]
max-cap-violations = 0
warning_count = 58

[power]
p_seq_share_pct = 53.9
power.net_switching_mw = 2.78
p_clk_share_pct = 41.7
pwr-share-comb_pct = 4.4
cellInternalPower_mw = 10.2
vdd_ir_drop_max_mv = 0.0336
power.static_leakage_nw = 119
powerDensity_nw_per_um2 = 36.2
netSwitchingFraction_pct = 21.5

[logic_synthesis]
yosysSeqAreaShare_pct = 77.8
synth.area.top_cells = edfxtp_1 78%, mux2i_1 11%, o22ai_1 3.1%, mux4_2 2.0%, nor2_1 1.6%
synth_warnings = 1
synthDominantCellAreaShare_pct = 77.8
yosysMostFrequentCell = edfxtp_1
yosys_cells = 17400
synth_area_per_cell_um2 = 18.1
async_reset_ff_share_pct = 0
synthDominantAreaCellType = edfxtp_1
ys_area_um2 = 316000
mapped_cell_area_um2 = 316000
synth-edff-count = 8192
synth_cells = 17400
ff_type = edfxtp_1
synth_cell_type_count = 51
synth.top_cells.by_count = 8,192 x edfxtp_1, 3,546 x mux2i_1, 1,563 x o22ai_1
postSynthRegisterBits = 8192

[clock_tree]
postCtsHoldBufs = 0
clk_latency_ps = 1190
cts.repair_timing.setup_buffer_count = 0
number_of_buffers_on_the_longest_clock_path = 4
post_cts_resize_count = 0
cts_buffers = 813
number_of_h_tree_levels = 6
cts_tree = yes
cts.clk_slew.worst_paths_ps = 60
clock_tree_root_buffer_cell = clkbuf_16
cts_num_sinks = 8192

[min_path]
worst_hold_path.endpoint = data_out[4]
hold_path_depth = 6
hp-start = ram_block[1][4]
min-delay-path-class = register to register

[floorplan]
die_h_um = 891
placementRows = 326
chip_area_um2 = 794000
core_utilization_before_placement_pct = 40.1
boundaryPins = 28
fp.dieW_um = 891
placeableCoreArea_um2 = 788000

[global_routing]
grt_overflow = 0
track_usage_pct = 24.4
pin_count_of_the_biggest_net_entering_global_routing = 143
global_route_wire_length_before_repair_um = 1270000
via_count_of_the_first_global_routing_pass = 171000
antenna_violations_before_repair = 59
[flip-flops by register name, indices dropped and copies added (netlist names)]
| signal | flops |
|---|---|
| ram_block | 8184 |
| data_out | 8 |
[routing by layer]
layer	part of all wire, %	track usage, %
met3	18	19.0
met1	33	29.2
met2	45	34.6
met5	0.24	1.53
met4	4.0	8.07
[worst max-delay path, cell delays in order]
cell	delay, ps
buf_16	270
buf_4	690
buf_4	590
buf_4	660
buf_4	660
buf_4	680
buf_4	600
buf_4	710
mux2i_1	270
o22ai_1	140
nor4_1	660
buf_4	220
o2111ai_1	180
and4_1	380
a221oi_2	770
buf_4	250
o2111ai_1	110
[layout make-up]
cell class	count	area (um2)	share of cell area [%]
sequential	8192	246000	69.0
multi-input combinational	8118	65400	18.3
clock buffer	1029	21400	5.99
tap	10500	13100	3.68
timing repair buffer	796	6520	1.83
clock inverter	437	4100	1.15
antenna	68	170	0.0477
inverter	4	15.0	0.00421
[power by group through the flow]
stage                 clock network (mW)  registers, mW  logic, mW
after global routing                5.71           6.96      0.600
after CTS                           5.47           6.96      0.567
final                               5.40           6.97      0.567
[per-stage QoR]
step / power [mW] / cell area [um2] / utilization [%] / instances / hold WS, ps
global placement: 7.66 / 331000 / 42.0 / 27600 / 1010
detailed placement: 7.66 / 331000 / 42.0 / 27600 / 1020
CTS: 13.0 / 356000 / 45.3 / 29100 / 1040
floorplan: 7.37 / 316000 / - / 17400 / 807
finish: 12.9 / 357000 / 45.3 / 29100 / 1040
global route: 13.3 / 357000 / 45.3 / 29100 / 1120
[cells in the final DEF, fill, tap and decap left out, types with 16 or more instances in the layout]
cell type / Yosys / final
a211oi_1: 65 / 65
a22oi_1: 63 / 63
a31oi_1: 55 / 55
buf_12: 0 / 34
buf_4: 79 / 738
bufinv_16: 0 / 51
clkbuf_1: 379 / 206
clkbuf_16: 0 / 823
clkinv_1: 0 / 183
clkinv_16: 0 / 22
clkinv_2: 0 / 132
clkinvlp_4: 0 / 16
diode_2: 0 / 68
edfxtp_1: 8192 / 8192
mux2i_1: 3546 / 3546
mux4_2: 287 / 287
nand2_1: 229 / 201
nand2_4: 0 / 28
nand3_1: 93 / 90
nor2_1: 1389 / 1385
nor3_1: 118 / 113
nor4_1: 318 / 317
o2111ai_1: 25 / 25
o211ai_1: 19 / 19
o21ai_0: 158 / 146
o22a_1: 20 / 20
o22ai_1: 1563 / 1563
or3_1: 19 / 18
or4_1: 22 / 21
[cell families after synthesis]
group,count (synthesis),synth area share (%)
multiplexers,3842,13.3
AND/OR/NAND/NOR,2261,3.15
flip-flops,8192,77.8
AND-OR/OR-AND,2015,4.05
buffers and inverters,1127,1.68
[worst max-delay path by stage]
| stage | slack, ps | endpoint | startpoint |
|---|---|---|---|
| finish | 36050 | data_out[3] | add[1] |
| global route | 35720 | data_out[3] | add[1] |
| CTS | 36180 | data_out[3] | add[1] |
Power figures rest on the tool's default switching activity, not on a simulated workload.
